<file path="flow/config.mk">
export PLATFORM = sky130hd
export DESIGN_NAME = EX
export DESIGN_NICKNAME = EX
export VERILOG_FILES = /design/flow/design.v
export SDC_FILE = /design/flow/constraint.sdc
export NUM_CORES = 4
export LEC_CHECK = 1
export CORE_AREA = 10 10 250 250
export DIE_AREA = 0 0 260 260
</file>
<file path="flow/constraint.sdc">
current_design EX

set clk_period 43.0
set clk_io_pct 0.2

create_clock -name clk0 -period $clk_period

set non_clock_inputs [all_inputs -no_clocks]
set_input_delay [expr $clk_period * $clk_io_pct] -clock clk0 $non_clock_inputs
set_output_delay [expr $clk_period * $clk_io_pct] -clock clk0 [all_outputs]
</file>
<file path="flow/design.v">
module ALU_a(
    input [31:0] valA,
    input [31:0] valB ,
    input [2:0] aluOp,
    output [31:0] alu_out,
    output overflow
);
    assign alu_out = AluOut(valA, valB, aluOp);
    assign overflow=OverFlow(valA, valB, aluOp, alu_out);
    function [31:0] AluOut;
        input [31:0] valA;
        input [31:0] valB;
        input [2:0] aluOp;
        case (aluOp)
            0:AluOut = valA+valB; 
            1: AluOut = valA+valB;
            2:AluOut = valA-valB;
            3:AluOut = valA-valB;
            4:AluOut = valA & valB;
            5: AluOut = valA | valB;
            6:AluOut = valA ^ valB;
            7:AluOut = ~(valA | valB);
            default: AluOut = 0;
        endcase
    endfunction
    function OverFlow;
        input [31:0] valA;
        input [31:0] valB;
        input [2:0] aluOp;
        input [31:0] alu_out;
        case (aluOp)
            3'b000:OverFlow=(~(valA[31] ^ valB[31])) & (alu_out[31] ^ valA[31]);
            3'b010:OverFlow =(valA[31]^valB[31]) & (valA[31]^alu_out[31]) ;
            default: OverFlow = 0;
        endcase
    endfunction
endmodule  
module ALU_s(
    input[31:0] valA,  
    input[31:0] valB,  
    input [2:0] aluOp,
    output [31:0] alu_out
);
    assign alu_out = AluOut(valA, valB, aluOp);
    function [31:0] AluOut;
        input [31:0]valA;
        input [31:0] valB; 
        input [2:0] aluOp;
        case (aluOp)
            0:AluOut= valB << valA;
            2:AluOut = valB >> valA;
            3:AluOut = ($signed(valB)) >>> valA;
            4:AluOut = valB << valA;
            6:AluOut = valB >> valA;
            7:AluOut = ($signed(valB)) >>> valA;
            default: AluOut = 0;
        endcase
    endfunction
endmodule  
module ALU_c(
    input [31:0] valA,
    input [31:0] valB,
    input [2:0] aluOp,
    output [31:0] alu_out
);
    assign alu_out = AluOut(valA,valB, aluOp);
    function [31:0]AluOut;
        input [31:0] valA;
        input [31:0] valB;
        input [2:0] aluOp;
        case (aluOp)
            3'b010 : begin
                if(valA[31] == 1'b0 && valB[31] == 1'b0)
                    AluOut = valA < valB ? 1 : 0;
                else if(valA[31] == 1'b0 && valB[31] == 1'b1)
                    AluOut = 0;
                else if(valA[31] == 1'b1 && valB[31] == 1'b0)
                    AluOut = 1;
                else AluOut = valA < valB ? 1 : 0; 
            end 
            3'b011:begin
                AluOut = valA < valB ? 1 : 0;
            end
            default: AluOut = 0;
        endcase
    endfunction
endmodule  
module EX(
    input clk,
    input rst_n,
    input [31:0] PC_in,
    input [31:0] PC4_in,
    input [4:0] write_dst_in,
    input write_reg_in,
    input write_cp0reg_in,
    input [31:0]  reg_data1_in,
    input [31:0] reg_data2_in,
    input [31:0] extImm,
    input [31:0] Inst_in,
    input [1:0] write_hilo_in,
    input trap_in,
    input [2:0] extOp_in,
    input [3:0] write_data_src_in,
    input [2:0] aluOp,
    input [4:0] sa,
    input flush,
    input [3:0] data_sram_wen_in,
    input IF_addr_fault_in,
    input delay_slot_in,
    input ri_fault_in,
    input soft_int_in,
    input [31:0] fwd_data1,
    input [31:0] fwd_data2,
    input [1:0] fwdSrc,
    output [31:0] PC_out,
    output [31:0] Inst_out,
    output [31:0] PC4_out,
    output[3:0]  data_sram_wen_out,
    output [31:0] data_sram_addr, 
    output [31:0] data_sram_wdata,
    output write_reg_out,
    output write_cp0reg_out,
    output [4:0] write_dst_out,
    output [31:0] reg_data1_out,
    output [31:0] reg_data2_out,
    output [1:0] write_hilo_out,
    output [2:0] extOp_out,
    output [3:0] write_data_src_out,
    output [31:0] alu_a_out,
    output [31:0] alu_s_out,
    output [31:0] alu_c_out,
    output trap_out,
    output IF_addr_fault_out,
    output ri_fault_out,
    output overflow_out,
    output soft_int_out,
    output delay_slot_out
);
    reg [31:0] reg_data1;
    reg [31:0] reg_data2;
    wire [31:0] valA_a = reg_data1;
    wire [31:0] valB_a = Inst_in[31:29] == 3'b000 ? reg_data2 : extImm;
    wire [31:0] valA_s = Inst_in[2] == 1'b1 ? reg_data1[4:0] : sa;
    wire [31:0] valB_s = reg_data2;
    wire [31:0] valA_c = valA_a;
    wire [31:0] valB_c = valB_a;
    wire overflow;
    wire alu_a_overflow;
    ALU_a ALU_a_U(valA_a, valB_a, aluOp, alu_a_out, alu_a_overflow);
    assign overflow = OverFlow(Inst_in, alu_a_overflow);
    ALU_s ALU_s_U(valA_s, valB_s, aluOp, alu_s_out);
    ALU_c ALU_c_U(valA_c, valB_c, aluOp, alu_c_out);
    assign data_sram_wen_out = data_sram_wen_in & {4{~flush}};
    assign PC_out = PC_in;
    assign Inst_out = Inst_in & {32{~flush}};
    assign PC4_out = PC4_in;
    assign data_sram_addr = alu_a_out;
    assign data_sram_wdata = reg_data2;
    assign write_reg_out = write_reg_in & (~flush);
    assign write_cp0reg_out = write_cp0reg_in & (~flush);
    assign write_dst_out = write_dst_in;
    assign reg_data1_out = reg_data1;
    assign reg_data2_out = reg_data2;
    assign write_hilo_out = write_hilo_in & {2{~flush}};
    assign extOp_out = extOp_in;
    assign write_data_src_out = write_data_src_in;
    assign trap_out = trap_in & (~flush);
    assign IF_addr_fault_out = IF_addr_fault_in & (~flush);
    assign ri_fault_out = ri_fault_in &  (~flush);
    assign overflow_out = overflow & (~flush);
    assign soft_int_out = soft_int_in & (~flush);
    assign delay_slot_out = delay_slot_in & (~flush);
    always @(*) begin
        if(fwdSrc[0]) reg_data1 = fwd_data1;
        else reg_data1 = reg_data1_in;
    end
    always @(*) begin
        if(fwdSrc[1]) reg_data2 = fwd_data2;
        else reg_data2 = reg_data2_in;
    end
    function OverFlow;
        input[31:0] Inst;
        input alu_a_overflow;
        if(Inst[31:26] == 0) begin  
            case (Inst[5:0])    
                6'b100000:OverFlow = alu_a_overflow;
                6'b100010:OverFlow = alu_a_overflow; 
                default: OverFlow = 0;
            endcase
        end
        else if(Inst[31:26] == 6'b001000)begin
            OverFlow = alu_a_overflow;
        end
        else OverFlow = 0;
    endfunction
endmodule  
</file>
<file path="flow/run.sh">
#!/bin/bash
# OpenROAD 26Q1-2900-gdf79404cd8, Yosys 0.63+post, stock flow scripts
make -C /OpenROAD-flow-scripts/flow DESIGN_CONFIG=/design/flow/config.mk WORK_HOME=/design/flow/orfs finish
</file>
==> results.txt <==
fresh numbers from the pnr run: power share of the clock group 0%, CLK BUF 0, core area 56700 µm², Simple Share, Synth 18.3%, Worst Tran Pin Value 0.921 ns, antenna violations before repair 3, first-pass GRT wire length 85200 µm, Crit Path Class primary input to primary output, CP startpoint kind primary input, hold path start PC4_in[0], internal power 130 µW, ys cells 1751, FMAX 43.0 MHz, MaxCap Viol Count 0, DR WL met3 5480 µm, setup ws final 19.74 ns, Top Metal Used met5, Final min period 23.26 ns, Syn Inst Count 1751, seq_cells 0, Met1 Wirelength 26200 µm, I/O Pins 640, Hold Path Depth 0, Main area contributors mux2i_1 (17%), buf_4 (11%), ha_1 (10%), fin crit share 54.1%, Layout area overhead 34.8%, cell count along the critical path 17, residual DRC count 0, routability cong. 0.972, worst path cell trace clkdlybuf4s50_1, nor3_2, buf_4, buf_4, nor2_1, a21oi_1, inv_1, ha_1, or2_2, a2111oi_2, o211ai_2, a21oi_2, a21boi_1, o211a_1, o21a_1, o31ai_1, clkdlybuf4s50_1, mux frac, synth 21.2%, full die area 67600 µm², Slew Limit Fails 0, number of setup violations in the final report 0, DR vias/cell 4.79, Via Count 13138, WL final 59700 µm, setup TNS 0 ns, max_slew headroom 38.0%, number of unique standard cell types used by synthesis 83, met2 wire length 26500 µm, Power per Cell Area 17.2 nW/µm², CP delay by family, top AND-OR/OR-AND gates, final hold violations 0, Adder Area Share 10.7%, CTS Hold Bufs 0, Worst Path Max Fanout 35, status complete, no violations, Slowest cell on crit path a21oi_1, most frequent cell after synthesis mux2i_1, port bufs 455, area leader, netlist mux2i_1, vias in the first global route 12723, Place WS 19.90 ns, Syn Std Cell Area 11700 µm², Synth Seq Share 0%, Critical Path AT 14.66 ns, post-route ant nets 0, Top cell area share 17.1%, Syn Area/Cell 6.67 µm², synth warn 4, YS chip area 11700 µm², switch share 51.9%, GRT Total Usage 16.8%, Ant. Diodes 0, Pleak 6.73 nW, Post-CTS Setup Inserts 0, Die H 260 µm, row count 87, Init Core Util 20.6%, layout cells sized above 1 5.63%, CP peak stage delay 0.70 ns, post-DP HPWL 50300 µm, DRT Pass-1 Iters 5, Synth logic family AND-OR/OR-AND gates, Die Span X 260 µm, Worst VDD drop 0.00000810 V, CP required 34.40 ns, storage element area 0 µm², Hold WC Path Type primary input to primary output, OpenROAD warning count 99, drt initial violations 905, CP bufs+invs 5, sw power 141 µW, unrepaired setup endpoints after global routing no, Routed WL per cell 21.7 µm, WHS Endpoint PC4_out[0], grt ovf 0, sequential group share of total power 0%, XOR/XNOR Area Share 1.95%, pin count of the biggest net entering global routing 62, Commonest cells post-synth mux2i_1 (199), buf_4 (178), nand2_1 (171), cts repair resizes 0, Setup crit end kind primary output, Compound Share, Synth 27.3%, Logic pwr share 100.0%
area by class of cell:
type / instances / area, µm²
tap: 756 / 946
inverter: 137 / 517
fill: 6213 / 41000
multi-input combinational: 1354 / 9430
timing repair buffer: 498 / 4850
cell usage in the layout (no fill, tap or decap), types with 8 or more instances in the layout:
cell type,instances
a21o_1,11
buf_4,44
o21bai_1,16
nor2_1,129
o21ai_0,122
inv_1,135
nand2_1,171
o22ai_1,10
o211ai_1,25
ha_1,97
clkdlybuf4s50_1,450
nor4_1,10
a31oi_1,11
nand3_1,34
conb_1,31
mux2_2,25
mux2i_1,199
a211oi_1,21
o21a_1,10
nor3_1,12
a221o_1,11
o221ai_1,10
o21ai_1,16
o31ai_1,14
xnor2_1,22
nand2b_1,13
nor2b_1,61
and3_1,8
a21oi_1,143
through the flow:
step / util (%) / std cells / hold slack [ns] / power [mW] / cell area, µm²
after CTS: 27.8 / 2745 / 17.20 / 0.273 / 15700
after global routing: 27.8 / 2745 / 17.20 / 0.297 / 15700
after global placement: 27.8 / 2745 / 17.20 / 0.272 / 15700
after floorplan: - / 1781 / 17.26 / 0.160 / 11800
final: 27.8 / 2745 / 17.20 / 0.271 / 15700
after detailed placement: 27.8 / 2745 / 17.20 / 0.271 / 15700
how the worst max path moves through the flow:
stage	startpoint	endpoint	slack (ns)
4_1_cts	Inst_in[30]	alu_a_out[27]	19.89
5_1_grt	Inst_in[30]	data_sram_addr[27]	19.65
6_report	Inst_in[30]	data_sram_addr[27]	19.74
cells by family after synthesis:
kind of cell,count (synthesis)
AND-OR/OR-AND,495
AND/OR/NAND/NOR,469
buffers and inverters,427
multiplexers,234
adder cells (fa/ha/maj),99
XOR/XNOR,26
other,1
metal layers:
layer,up-vias,global-route usage [%]
met5,-,0
met4,6,3.30
met2,606,26.9
met3,74,4.33
li1,6402,-
met1,6050,22.4
power by group through the flow:
stage / clock network (mW) / registers (mW) / logic, mW
after CTS: 0 / 0 / 0.273
final: 0 / 0 / 0.271
after global routing: 0 / 0 / 0.297
No activity file was given, so power comes from the tool's default toggle rates.
