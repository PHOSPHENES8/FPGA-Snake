### flow/run.sh
#!/bin/bash
# OpenROAD 26Q1-2900-gdf79404cd8, Yosys 0.63+post, stock flow scripts
make -C /OpenROAD-flow-scripts/flow DESIGN_CONFIG=/design/flow/config.mk WORK_HOME=/design/flow/orfs finish
### flow/constraint.sdc
current_design Forward

set clk_period 9.2
set clk_io_pct 0.2

create_clock -name clk0 -period $clk_period

set non_clock_inputs [all_inputs -no_clocks]
set_input_delay [expr $clk_period * $clk_io_pct] -clock clk0 $non_clock_inputs
set_output_delay [expr $clk_period * $clk_io_pct] -clock clk0 [all_outputs]
### flow/design.v
module Forward(
    input [31:0] ID_Inst,
    input [31:0] EX_Inst,
    input [31:0] MEM_Inst ,
    input [31:0] WB_Inst,
    input [4:0] WB_write_dst,
    input [4:0] MEM_write_dst,
    input  WB_write_reg,
    input MEM_write_reg,
    input [3:0] WB_write_data_src,
    input [3:0] MEM_write_data_src,
    input [31:0] MEM_alu_a,
    input [31:0] MEM_alu_s,
    input [31:0] MEM_alu_c,
    input [31:0] MEM_data_sram_rdata,
    input [31:0] WB_alu_a, 
    input [31:0] WB_alu_s,
    input [31:0] WB_alu_c,
    input [31:0] WB_PC4,
    input [31:0] WB_data_sram_rdata,
    input [1:0] WB_write_hilo,
    input [63:0] WB_hilo,
    input [31:0] reg_hi,
    input [31:0] reg_lo,
    input [31:0] CP0_BadVAddr,
    input [31:0] CP0_Status,
    input [31:0] CP0_Cause,
    input [31:0] CP0_EPC,
    output reg [31:0] ID_fwd_data1,
    output reg [31:0] ID_fwd_data2,
    output reg [1:0] ID_fwdSrc,
    output reg [31:0] fwd_data1,
    output reg [31:0] fwd_data2,
    output reg [1:0] fwdSrc  
);
    wire [4:0] ID_rs = ID_Inst[25:21];
    wire [4:0] ID_rt = ID_Inst[20:16];
    wire [4:0] rs = EX_Inst[25:21];
    wire [4:0] rt = EX_Inst[20:16];
    wire EX_Rtype = EX_Inst[31:26] == 0 ? 1 : 0;
    always @(*) begin
        if(MEM_write_dst == rs && MEM_write_dst != 0 && MEM_write_reg) begin
            fwdSrc[0] = 1;
            case (MEM_write_data_src)
                0: fwd_data1 = MEM_alu_a;
                1: fwd_data1 = MEM_alu_c;
                2: fwd_data1 = MEM_alu_s;
                7: begin  
                    case (MEM_Inst[15:11])
                        8 :fwd_data1 = CP0_BadVAddr;
                        12:fwd_data1 = CP0_Status;
                        13:fwd_data1 = CP0_Cause;
                        14:fwd_data1 = CP0_EPC;
                        default: begin 
                            fwdSrc[0] = 0;
                            fwd_data1 = 0;
                        end
                    endcase
                end
                default: begin
                    fwd_data1 = 0;
                    fwdSrc[0] = 0;
                end
            endcase
        end
        else if(WB_write_dst == rs && WB_write_dst != 0 && WB_write_reg) begin
            fwdSrc[0] = 1;
            case (WB_write_data_src)
                0: fwd_data1 = WB_alu_a;
                1: fwd_data1 = WB_alu_c;
                2: fwd_data1 = WB_alu_s;
                3: fwd_data1 = WB_PC4 + 4;
                6: fwd_data1 = WB_data_sram_rdata;
                default: begin
                    fwd_data1 = 0;
                    fwdSrc[0] = 0;
                end
            endcase
        end
        else begin
            fwd_data1 = 0;
            fwdSrc[0] = 0;
        end
    end
    always @(*) begin
        if(MEM_write_dst == rt && MEM_write_dst != 0 && MEM_write_reg) begin
            fwdSrc[1] = 1;
            case (MEM_write_data_src)
                0: fwd_data2 = MEM_alu_a;
                1: fwd_data2 = MEM_alu_c;
                2: fwd_data2 = MEM_alu_s;
                7: begin  
                    case (MEM_Inst[15:11])
                        8 :fwd_data2 = CP0_BadVAddr;
                        12:fwd_data2 = CP0_Status;
                        13:fwd_data2 = CP0_Cause;
                        14:fwd_data2 = CP0_EPC;
                        default: begin 
                            fwdSrc[1] = 0;
                            fwd_data2 = 0;
                        end
                    endcase
                end
                default: begin
                    fwd_data2 = 0;
                    fwdSrc[1] = 0;
                end
            endcase
        end
        else if(WB_write_dst == rt && WB_write_dst != 0 && WB_write_reg) begin
            fwdSrc[1] = 1;
            case (WB_write_data_src)
                0: fwd_data2 = WB_alu_a;
                1: fwd_data2 = WB_alu_c;
                2: fwd_data2 = WB_alu_s;
                6: fwd_data2 = WB_data_sram_rdata;
                default: begin
                    fwd_data2 = 0;
                    fwdSrc[1] = 0;
                end
            endcase
        end
        else begin
            fwd_data2 = 0;
            fwdSrc[1] = 0;
        end
    end
    always @(*) begin
        if(MEM_write_dst == ID_rs && MEM_write_dst != 0 && MEM_write_reg) begin
            ID_fwdSrc[0] = 1;
            case (MEM_write_data_src)
                0: ID_fwd_data1 = MEM_alu_a;
                1: ID_fwd_data1 = MEM_alu_c;
                2: ID_fwd_data1 = MEM_alu_s;
                4: begin
                    if(MEM_Inst[1]) begin  
                        if(WB_write_hilo[0]) 
                            ID_fwd_data1 = WB_hilo[31:0];
                        else ID_fwd_data1 = reg_lo;    
                    end
                    else begin  
                        if(WB_write_hilo[1]) 
                            ID_fwd_data1 = WB_hilo[63:32];
                        else ID_fwd_data1 = reg_hi;
                    end
                end
                6: ID_fwd_data1 = MEM_data_sram_rdata;
                7: begin  
                    case (MEM_Inst[15:11])
                        8 :ID_fwd_data1 = CP0_BadVAddr;
                        12:ID_fwd_data1 = CP0_Status;
                        13:ID_fwd_data1 = CP0_Cause;
                        14:ID_fwd_data1 = CP0_EPC;
                        default: begin 
                            ID_fwdSrc[0] = 0;
                            ID_fwd_data1 = 0;
                        end
                    endcase
                end
                default: begin
                    ID_fwd_data1 = 0;
                    ID_fwdSrc[0] = 0;
                end
            endcase
        end
        else if(WB_write_dst == ID_rs && WB_write_dst != 0 && WB_write_reg) begin
            ID_fwdSrc[0] = 1;
            case (WB_write_data_src)
                0: ID_fwd_data1 = WB_alu_a;
                1: ID_fwd_data1 = WB_alu_c;
                2: ID_fwd_data1 = WB_alu_s;
                4: begin
                    if(WB_Inst[1]) begin
                        ID_fwd_data1 = reg_lo;
                    end
                    else ID_fwd_data1 = reg_hi;
                end
                6: ID_fwd_data1 = WB_data_sram_rdata;
                default: begin
                    ID_fwd_data1 = 0;
                    ID_fwdSrc[0] = 0;
                end
            endcase
        end
        else begin
            ID_fwd_data1 = 0;
            ID_fwdSrc[0] = 0;
        end
    end
    always @(*) begin
        if(MEM_write_dst == ID_rt && MEM_write_dst != 0 && MEM_write_reg) begin
            ID_fwdSrc[1] = 1;
            case (MEM_write_data_src)
                0: ID_fwd_data2 = MEM_alu_a;
                1: ID_fwd_data2 = MEM_alu_c;
                2: ID_fwd_data2 = MEM_alu_s;
                4: begin
                    if(MEM_Inst[1]) begin  
                        if(WB_write_hilo[0]) 
                            ID_fwd_data2 = WB_hilo[31:0];
                        else ID_fwd_data2 = reg_lo;    
                    end
                    else begin  
                        if(WB_write_hilo[1]) 
                            ID_fwd_data2 = WB_hilo[63:32];
                        else ID_fwd_data2 = reg_hi;
                    end
                end
                6: ID_fwd_data2 = MEM_data_sram_rdata;
                7: begin  
                    case (MEM_Inst[15:11])
                        8 :ID_fwd_data2 = CP0_BadVAddr;
                        12:ID_fwd_data2 = CP0_Status;
                        13:ID_fwd_data2 = CP0_Cause;
                        14:ID_fwd_data2 = CP0_EPC;
                        default: begin
                            ID_fwd_data2 = 0;
                            ID_fwdSrc[1] = 0;
                        end
                    endcase
                end
                default: begin
                    ID_fwd_data2 = 0;
                    ID_fwdSrc[1] = 0;
                end
            endcase
        end
        else if(WB_write_dst == ID_rt && WB_write_dst != 0 && WB_write_reg) begin
            ID_fwdSrc[1] = 1;
            case (WB_write_data_src)
                0: ID_fwd_data2 = WB_alu_a;
                1: ID_fwd_data2 = WB_alu_c;
                2: ID_fwd_data2 = WB_alu_s;
                4: begin
                    if(WB_Inst[1]) begin
                        ID_fwd_data2 = reg_lo;
                    end
                    else ID_fwd_data2 = reg_hi;
                end
                6: ID_fwd_data2 = WB_data_sram_rdata;
                default: begin
                    ID_fwd_data2 = 0;
                    ID_fwdSrc[1] = 0;
                end
            endcase
        end
        else begin
            ID_fwd_data2 = 0;
            ID_fwdSrc[1] = 0;
        end
    end
endmodule  
### flow/config.mk
export PLATFORM = sky130hd
export DESIGN_NAME = Forward
export DESIGN_NICKNAME = Forward
export VERILOG_FILES = /design/flow/design.v
export SDC_FILE = /design/flow/constraint.sdc
export NUM_CORES = 4
export LEC_CHECK = 1
export CORE_AREA = 10 10 320 320
export DIE_AREA = 0 0 330 330
==> summary.txt <==
run results: status completed, gr ovfl total 0, GPL Wtd Cong 0.943, Synth Area in Simple Gates 31.1%, Top Layout Cells 719 x clkdlybuf4s50_1, 144 x nand3_1, 113 x o22ai_1, Post-Syn Instances 1104, Final Util 17.4%, # Cells Yosys 1104, PwrDens 37.6 nW/um^2, Area Overhead vs Synth 123%, CP Cell Sequence clkdlybuf4s50_1, inv_2, maj3_2, nor4_4, buf_4, a221oi_1, buf_4, and3_1, o22ai_1, clkdlybuf4s50_1, CP max stage cell clkdlybuf4s50_1, Seq Cell Count 0, via count 12741, Final ANT Viol Nets 0, Chip Area 109000 um^2, Pre-antenna DRT Iters 7, worst setup path category in2out, setup tns final 0 ns, CP Max Fanout 33, fin crit share 82.6%, Cell Rows 113, Slew @ Worst Pin 0.803 ns, Hold WC Path Type in2out, DR WL/cell 32.6 um, min Tclk post-route 7.60 ns, DRC Markers 0, post_cts resized 0, synthesized area per cell 6.73 um^2, Ports 826, CP arrival 5.76 ns, worst relative slew slack 45.0%, yosys synthesis chip area 7430 um^2, Seq. cell area 0 um^2, width of the die 330 um, vias in the first global route 12884, Starting DRT DRC Count 937, Post-CTS Setup Bufs 0, unrepaired setup endpoints after global routing no, mapped cell area 7430 um^2, layout cells sized above 1 10.6%, peak supply drop 0.0000222 V, number of hold buffers added after CTS 0, CP endpoint kind output pin, core area 95200 um^2, final hold vios 0, Init Core Util 7.81%, Required @ worst endpoint 7.36 ns, Ys Warns 1, fa+ha+maj area frac 0.320%, f_max 132 MHz, port bufs 725, Worst setup SP type input port, tool warning count 133, register share after synthesis 0%, Slew Limit Fails 0, # setup viols final 0, routed vias/inst 4.12, Top cell excl fill/tap clkdlybuf4s50_1, largest net degree at the start of global routing 65, # Max-Cap Violations 0, mux frac, synth 22.1%, initial antenna violation count 81, die height 330 um, Complex Gates by Area 30.1%, XOR/XNOR Fraction of Synth Area 7.90%, GRT Total Usage 17.6%, main logic family after synthesis simple AND/OR/NAND/NOR gates, first-pass GRT wire length 125000 um, Post-Route WL 101000 um, Pleak 5.40 nW, clkbuf count 0, Cell variety after synth 58, DP Wirelength 90000 um, CP max stage delay 0.84 ns
## through the flow
stage,instance area [um^2],setup WS [ns],power (mW),instances,hold slack [ns]
floorplan,7430,3.99,0.194,1104,3.81
global placement,16500,1.48,0.620,3069,4.79
detailed placement,16500,1.49,0.621,3069,4.78
CTS,16500,1.48,0.624,3069,4.79
global route,16500,1.23,0.656,3073,4.83
finish,16500,1.60,0.621,3089,4.79
## synthesized netlist by cell type, drive strengths merged, types with 34 or more instances
master	number	share of area, %
nand4	45	5.0
and3	37	3.1
o22ai	113	9.5
a221oi	51	6.2
buf	59	4.3
nand3	146	10
nor2	63	3.3
mux2i	112	15
mux2	46	7.0
nand2	80	4.0
xnor2	34	4.0
clkbuf	65	3.3
## power by group
part	internal, mW	leakage, nW	switching [mW]
logic	0.338	5.40	0.283
registers	0	0	0
clock network	0.000000273	0.000129	0
total	0.338	5.40	0.283
## path summary, 6_finish.rpt
| path | startpoint | slack, ns | endpoint | cells after the start |
|---|---|---|---|---|
| worst min-delay path | MEM_data_sram_rdata[31] | 4.79 | ID_fwd_data1[31] | 5 |
| worst max-delay path | MEM_Inst[13] | 1.60 | ID_fwd_data2[5] | 10 |
## critical path, delay by kind of cell
family                   cells  cell delay (ns)
AND-OR/OR-AND                2             0.36
adder cells (fa/ha/maj)      1             0.50
buffers and inverters        5             2.43
AND/OR/NAND/NOR              2             0.57
## cell type report
| cell class | instances | area, um^2 |
|---|---|---|
| diodes | 20 | 50.0 |
| well taps | 1265 | 1580 |
| inverters | 19 | 71.3 |
| multi-input cells | 961 | 6860 |
| fillers | 10881 | 78600 |
| repair buffers | 824 | 7970 |
## routing by layer
| layer | vias to the layer above | track usage (%) | share of wire (%) | wire length, um |
|---|---|---|---|---|
| met1 | 6022 | 23.1 | 43 | 43600 |
| met4 | 62 | 2.43 | 1.6 | 1630 |
| met5 | - | 0 | 0.37 | 369 |
| met3 | 139 | 7.63 | 11 | 11300 |
| li1 | 5732 | - | - | - |
| met2 | 786 | 27.1 | 43 | 43700 |
## cells by family (layout without fill, tap and decap cells)
group | Yosys count | after routing
AND/OR/NAND/NOR | 420 | 420
AND-OR/OR-AND | 314 | 314
multiplexers | 158 | 158
buffers and inverters | 143 | 843
XOR/XNOR | 67 | 67
adder cells (fa/ha/maj) | 2 | 2
other | 0 | 20
No activity file was given, so power comes from the tool's default toggle rates.
