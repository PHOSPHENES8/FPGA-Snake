===== flow/config.mk =====
export PLATFORM = sky130hd
export DESIGN_NAME = ID
export DESIGN_NICKNAME = ID
export VERILOG_FILES = /design/flow/design.v
export SDC_FILE = /design/flow/constraint.sdc
export NUM_CORES = 4
export LEC_CHECK = 1
export CORE_UTILIZATION = 30

===== flow/constraint.sdc =====
current_design ID

set clk_period 64.8
set clk_io_pct 0.2

create_clock -name clk0 -period $clk_period [get_ports {clk}]

set non_clock_inputs [all_inputs -no_clocks]
set_input_delay [expr $clk_period * $clk_io_pct] -clock clk0 $non_clock_inputs
set_output_delay [expr $clk_period * $clk_io_pct] -clock clk0 [all_outputs]

===== flow/design.v =====
module ID(
    input clk,
    input rst_n,
    input [31:0] PC_in,
    input [31:0] PC4_in,
    input [31:0] Inst_raw, 
    input [4:0] write_dst_in,
    input  write_reg_in,   
    input[31:0] write_reg_data,
    input [31:0] epc,
    input flush,
    input IF_addr_fault_in,
    input [31:0] ID_fwd_data1,
    input [31:0] ID_fwd_data2,
    input [1:0] ID_fwdSrc,
    output [31:0] PC_out,
    output [31:0] PC4_out,
    output [31:0] Inst_out,
    output reg [4:0] write_dst_out,
    output reg write_reg_out, 
    output write_cp0reg_out,
    output reg  [31:0] nextPC,
    output[31:0] reg_data1,
    output[31:0] reg_data2,
    output [31:0] extImm,
    output [1:0] write_hilo,
    output trap,
    output [2:0] extOp,
    output[3:0] write_data_src ,
    output [2:0] aluOp,
    output [4:0] sa,
    output reg isbranch,
    output reg [3:0] data_sram_wen,
    output [31:0] data_sram_addr,
    output addrSrc,
    output IF_addr_fault_out,
    output delay_slot_out,
    output reg ri_fault,
    output soft_int
);
    reg [31:0] branch_inst_PC;
    wire [31:0] Inst_in = flush ? 0 : Inst_raw;
    wire [15:0] Imm;
    wire [4:0] rs, rt, rd;
    wire [25:0] target;
    wire [5:0] func, opcode;
    wire [5:0] opcode_fun;
    wire [31:0] valA_raw, valB_raw;
    wire [31:0] valA, valB;
    assign Imm = Inst_in[15:0];
    assign opcode = Inst_in[31:26];
    assign rs = Inst_in[25:21];
    assign rt = Inst_in[20:16];
    assign rd = Inst_in[15:11];
    assign target = Inst_in[25:0];
    assign func = Inst_in[5:0];
    assign Rtype = opcode == 6'b000000;
    assign PC4_out = PC4_in;
    assign PC_out = PC_in;
    assign write_cp0reg_out = (opcode == 6'b010000 && Inst_in[25:21] == 5'b00100 ? 1'b1 : 1'b0) & (~flush);
    assign extImm = ImmExt(Imm, opcode[3]&opcode[2], opcode);
    assign Inst_out = Inst_in;
    assign write_hilo = WriteHiLo(Rtype, func) & (~flush);
    assign write_mem = WriteMem(opcode) & (~flush);
    assign trap = Rtype && (func[5:1] == 5'b00110) ? 1 : 0;
    assign extOp = lwExtOp(opcode);
    assign write_data_src = WriteDataSrc(Inst_in, opcode,func, Rtype);
    assign aluOp = AluOp(opcode, func, Rtype);
    assign sa = Inst_in[10:6];
    assign IF_addr_fault_out = IF_addr_fault_in & (~flush);
    assign delay_slot_out = branch_inst_PC + 4 == PC_in;
    assign soft_int = isbranch && (nextPC == PC_in) && (~flush);
    RegFile RegFile_U(.clk(clk), .rst_n(rst_n), .readReg1(rs), .readReg2(rt), 
            .write_data(write_reg_data), .writeReg(write_dst_in), .write_en(write_reg_in),
            .read_data1(valA_raw), .read_data2(valB_raw));
    assign valA = ({32{ID_fwdSrc[0]}} & ID_fwd_data1) | ({32{~ID_fwdSrc[0]}} & valA_raw);
    assign valB = ({32{ID_fwdSrc[1]}} & ID_fwd_data2) | ({32{~ID_fwdSrc[1]}} & valB_raw);
    assign reg_data1 = valA;
    assign reg_data2 = valB;
    assign data_sram_addr = valA + extImm;
    assign addrSrc = Inst_in == 0 ? 1 : 0;
    always @(*) begin
        if (Rtype) begin
            case (func[5:3])
                3'b100: ri_fault = 0;
                3'b101: begin
                    if (func[2:0] == 3'b010 || func[2:0] == 3'b011)
                        ri_fault = 0;
                    else ri_fault = 1;
                end
                3'b000:begin
                    if(func[2:0] == 3'b001 || func[2:0] == 3'b101)
                        ri_fault = 1;
                    else ri_fault = 0;
                end
                3'b011: begin
                    if(func[2] == 1'b0) begin
                        ri_fault = 0;
                    end
                    else ri_fault = 1;
                end
                3'b001: begin
                    if(func[2:0] == 3'b000 || func[2:0] == 3'b001 || func[2:0] == 3'b101 || func[2:0] == 3'b100) 
                        ri_fault = 0;
                    else ri_fault = 1;
                end
                3'b010: begin
                    if(func[2] == 1'b0) 
                        ri_fault = 0;
                    else ri_fault = 1;
                end
                default: ri_fault = 1;
            endcase
        end
        else begin
            case (opcode[5:3])
                3'b001:  ri_fault = 0;
                3'b000:  ri_fault = 0;  
                3'b100:  begin 
                    case (opcode[2:0])
                        3'b000:ri_fault = 0;
                        3'b100:ri_fault = 0;
                        3'b001:ri_fault = 0;
                        3'b101:ri_fault = 0;
                        3'b011:ri_fault = 0; 
                        default: ri_fault = 1;
                    endcase
                end
                3'b101: begin
                    case (opcode[2:0])
                        3'b000:ri_fault = 0;
                        3'b001:ri_fault = 0;
                        3'b011:ri_fault = 0; 
                        default: ri_fault = 1;
                    endcase
                end
                3'b010: begin
                    if(opcode[2:0] == 3'b000) 
                        ri_fault = 0;
                    else ri_fault = 1;
                end
                default: ri_fault = 1;
            endcase
        end
    end
    always @(*) begin
        case (opcode)
            6'b101000: begin
                case (data_sram_addr[1:0]) 
                    2'b00: data_sram_wen = 4'b0001;
                    2'b01: data_sram_wen = 4'b0010;
                    2'b10: data_sram_wen = 4'b0100;
                    2'b11: data_sram_wen = 4'b1000; 
                    default: data_sram_wen = 0;
                endcase
            end 
            6'b101001: begin
                case (data_sram_addr[1:0])
                    2'b00: data_sram_wen = 4'b0011;
                    2'b10: data_sram_wen = 4'b1100; 
                    default: data_sram_wen = 0;
                endcase
            end
            6'b101011: begin
                case (data_sram_addr[1:0])
                    2'b00: data_sram_wen = 4'b1111; 
                    default: data_sram_wen = 0;
                endcase 
            end
            default: data_sram_wen = 0;
        endcase
    end
    wire  [31:0]  branchPC = BranchPC(opcode, PC4_in+{extImm[29:0],2'b00}, 
        {PC4_in[31:28],{target,2'b00}}, reg_data1);
    wire [1:0] PCSel;
    isBranch isBranch_U(.valA(valA), .valB(valB), .rt(rt), .opcode(opcode),
            .func(func), .Inst(Inst_in),.PCSel(PCSel));
    always @(posedge clk) begin
        if(rst_n == 1'b0) 
            branch_inst_PC <= 0;
        else begin
            case (opcode[5:3])
                3'b000: begin
                    case (opcode[2:0])
                        3'b100:branch_inst_PC <= PC_in;
                        3'b101:branch_inst_PC <= PC_in;
                        3'b001:branch_inst_PC <= PC_in;
                        3'b111:branch_inst_PC <= PC_in;
                        3'b110:branch_inst_PC <= PC_in;
                        3'b010:branch_inst_PC <= PC_in;
                        3'b011:branch_inst_PC <= PC_in;
                        3'b000:begin
                            if (func == 6'b001000 || func == 6'b001001) 
                                branch_inst_PC <= PC_in;
                        end
                        default: branch_inst_PC <= branch_inst_PC;
                    endcase
                end 
                default: branch_inst_PC <= branch_inst_PC;
            endcase
        end
    end
    always @(*) begin
        begin
            case (PCSel)
                2'b00:begin 
                     nextPC = PC4_in;
                     isbranch = 0;
                end
                2'b01: begin 
                    nextPC = branchPC;
                    isbranch = 1;
                end
                2'b10: begin
                    nextPC = epc;
                    isbranch = 1;
                end
                default: begin 
                    nextPC = PC4_in ;
                    isbranch = 0;
                end
            endcase
        end
    end
    always @(*) begin
        if(Inst_in == 0) begin
            write_reg_out = 0;
            write_dst_out = 0;
        end
        else if (Rtype) begin
            write_dst_out = rd;
            case (func[5:3])
                3'b100: write_reg_out = 1 & (~flush);
                3'b101: write_reg_out = (func[2:1] == 2'b01 ? 1 : 0) & (~flush);
                3'b000: write_reg_out = (func[2:0] == 3'b001 ? 0 : 1) & (~flush);
                3'b001: write_reg_out = (func[2:0] == 3'b001 ? 1 : 0) & (~flush);
                3'b010: write_reg_out = ((func[0] == 1'b0 && func[2] == 1'b0) ? 1: 0) & (~flush);
                default: write_reg_out = 0; 
            endcase
        end
        else begin
            case (opcode[5:3])
                3'b001: begin
                    write_dst_out = rt;
                    write_reg_out = 1 & (~flush);
                end 
                3'b000: begin
                    case (opcode[2:0])  
                        3'b001: begin
                            if (rt == 5'b10001 || rt == 5'b10000) begin
                                write_dst_out = 31;
                                write_reg_out = 1 & (~flush);
                            end
                            else begin
                                write_reg_out  = 0;
                                write_dst_out = 0;
                            end
                        end 
                        3'b011 : begin
                            write_dst_out = 31;
                            write_reg_out = 1 & (~flush);
                        end
                        default: begin 
                            write_reg_out = 0;
                            write_dst_out = 0;
                        end
                    endcase
                end
                3'b100: begin
                    if (opcode[2:1] == 2'b10 || opcode[2:1] == 2'b00 || opcode[2:0] == 3'b011)  begin
                        write_dst_out = rt;
                        write_reg_out = 1 & (~flush);
                    end
                    else begin 
                        write_reg_out = 0;
                        write_dst_out = 0;
                    end
                end
                3'b010:begin
                    if (opcode[2:0] == 3'b000 && Inst_in[25:21] == 0) begin
                        write_dst_out = rt;
                        write_reg_out = 1 & (~flush);
                    end 
                    else begin
                        write_reg_out = 0;
                        write_dst_out = 0;
                    end
                end
                default: begin
                    write_reg_out = 0;
                    write_dst_out = 0;
                end
            endcase
        end
    end
    function[31:0] ImmExt;
        input[15:0] Imm;
        input extOp;
        input [31:0] opcode;
        if(opcode == 6'b001111) ImmExt = ~{Imm,16'b0} ;
        else if(!extOp) ImmExt = {{16{Imm[15]}}, Imm};
        else ImmExt = {16'b0, Imm};
    endfunction
    function [1:0] WriteHiLo;
        input Rtype;
        input [5:0]func;
        if(Rtype) begin 
            if(func[5:2] == 4'b0110) WriteHiLo = 2'b11;
            else if(func == 6'b010001) WriteHiLo = 2'b10;
            else if(func == 6'b010011) WriteHiLo = 2'b01;
            else WriteHiLo = 0;
        end
        else WriteHiLo = 0;
    endfunction
    function WriteMem;
        input [5:0] opcode ;
        if (opcode == 6'b101000 ||  opcode == 6'b101001 || opcode == 6'b101011) 
            WriteMem = 1;
        else WriteMem = 0;
    endfunction
    function [2:0] lwExtOp;
        input [5:0] opcode;
        case (opcode[2:0])
            3'b000: lwExtOp = 3'b000;
            3'b100: lwExtOp = 3'b001;
            3'b001: lwExtOp = 3'b010;
            3'b101: lwExtOp = 3'b011;
            3'b011: lwExtOp = 3'b100;
            default: lwExtOp = 3'b000;
        endcase
    endfunction
    function [3:0] WriteDataSrc;
        input [31:0] Inst;
        input [5:0] opcode;
        input [5:0] func;
        input Rtype;
        if(Rtype) begin
            case (func[5:3])
                3'b100: WriteDataSrc = 0; 
                3'b101: WriteDataSrc = 1;
                3'b000: WriteDataSrc = 2;
                3'b001: WriteDataSrc = 3;
                3'b010: begin
                    if(func[2:0] == 3'b000 || func[2:0] == 3'b010 )
                        WriteDataSrc = 4;
                    else WriteDataSrc = 5;
                end
                default: WriteDataSrc = 0;
            endcase
        end
        else begin
            case (opcode[5:3])
                3'b001: begin
                    if (opcode[2:1] == 2'b01) begin
                        WriteDataSrc = 1;
                    end
                    else WriteDataSrc = 0;
                end 
                3'b000: WriteDataSrc = 3;
                3'b100: WriteDataSrc = 6;
                3'b010:begin
                    if(Inst[25:21] == 5'b00000) 
                        WriteDataSrc = 7;
                    else WriteDataSrc = 8;
                end
                default: WriteDataSrc = 0;
            endcase
        end
    endfunction 
    function [2:0] AluOp;
        input [5:0] opcode;
        input [5:0] func;
        input Rtype;
        if(Rtype) 
            AluOp = func[2:0];
        else begin
            AluOp = opcode[5:4] == 2'b10 ? 3'b000 : opcode[2:0];
        end
    endfunction
    function [31:0] BranchPC;
        input [5:0] opcode;
        input [31:0] extImm;
        input [31:0] target;
        input [31:0] reg_data1;
        case (opcode[2:0])
            3'b000: BranchPC = reg_data1;
            3'b010: BranchPC = target;
            3'b011: BranchPC = target;
            default: BranchPC = extImm;
        endcase
    endfunction
endmodule  
module RegFile(
    input clk,
    input rst_n,
    input [4:0] readReg1,
    input [4:0] readReg2,
    input [31:0] write_data,
    input [4:0] writeReg,
    input write_en,
    output [31:0] read_data1,
    output [31:0] read_data2
);
    reg [31:0] Regs[0:31];
    parameter SIZE = 32;
    always @(posedge clk) begin
        if(rst_n == 1'b0) begin : reg_init
            integer i;
            for(i = 0; i < 32; i=i+1) begin
                Regs[i] <= 0;
            end
        end
        else if(write_en && writeReg != 0) begin
            Regs[writeReg] <= write_data;
        end
    end
    assign read_data1 = ReadReg(write_en, readReg1, Regs[readReg1], writeReg, write_data);
    assign read_data2 = ReadReg(write_en, readReg2, Regs[readReg2], writeReg, write_data);
    function [31:0] ReadReg;
        input write_en;
        input [4:0] reg_num;
        input [31:0] reg_val;
        input [4:0] write_reg;
        input [31:0] write_data;
        if(reg_num == 0)
            ReadReg = 0;
        else if(write_en && reg_num == writeReg) 
            ReadReg = write_data;
        else 
            ReadReg = reg_val;
    endfunction
endmodule  
module isBranch (
    input[31:0] valA,
    input [31:0] valB,
    input [4:0] rt,
    input [5:0] opcode,
    input [5:0] func,
    input [31:0] Inst,
    output reg [1:0] PCSel
);
    always @(*) begin
        case (opcode[5:3])
            3'b000:begin
                case (opcode[2:0])
                    3'b000: begin         
                        PCSel = func[5:1] == 5'b00100 ? 1 : 0;
                    end
                    3'b001:begin
                        case (rt)
                            5'b00001:PCSel= valA[31] == 1'b0 ?1 : 0;
                            5'b00000:PCSel = valA[31] == 1'b1 ? 1 : 0;
                            5'b10001:PCSel = valA[31] == 1'b0 ? 1 : 0;
                            5'b10000:PCSel = valA[31] == 1'b1 ? 1 : 0;
                            default: PCSel = 0;
                        endcase
                    end
                    3'b010:PCSel=1;
                    3'b011:PCSel=1;
                    3'b100:PCSel = valA == valB ? 1:0;
                    3'b101:PCSel = valA != valB ? 1:0;
                    3'b110:PCSel = ( valA[31] == 1'b1 || valA == 0 ) ? 1 : 0;
                    3'b111:PCSel = (valA > 0 && valA[31] != 1'b1) ? 1 : 0;
                    default PCSel = 0; 
                endcase 
            end
            3'b010:
                PCSel = (opcode[2:0] == 3'b000 && func==6'b011000) ? 2 : 0;      
            default:  
                PCSel = 0;
        endcase
    end
endmodule  

===== flow/run.sh =====
#!/bin/bash
# OpenROAD 26Q1-2900-gdf79404cd8, Yosys 0.63+post, stock flow scripts
make -C /OpenROAD-flow-scripts/flow DESIGN_CONFIG=/design/flow/config.mk WORK_HOME=/design/flow/orfs finish

==> summary.rpt <==
=== SYNTHESIS / PLACE & ROUTE SUMMARY ===
----------------------------------------------------
[GRT]
  Overflow left after global routing ........................ 0
  Global routing's busiest layer ........................ met2
  Number of global-route vias before repair ........................ 58,440
  Global-route usage over all layers ........................ 37.34%
  First-pass GRT wire length ........................ 530.6 mm
  Pin count of the biggest net entering global routing ........................ 72
  Met2 usage in global routing ........................ 54.20%
  Initial antenna violation count ........................ 43
  Met3 routing resource usage after global routing ........................ 22.48%
  GR met1 Demand/Resource ........................ 40.66%

[Power and ir drop]
  Share of total power in the clock network ........................ 37.5%
  Switching power share of the total ........................ 30.77%
  Static leakage ........................ 0.02846 uW
  Internal power consumption ........................ 1337 uW
  Power density over cell area ........................ 24.36 nW/um^2
  IR drop worst, VDD ........................ 0.02364 mV
  Part of the power in registers ........................ 41.9%
  Switching power ........................ 594.2 uW
  Share of total power in combinational logic ........................ 20.6%

[Outcome]
  Outcome ........................ finished with violations
  Violations in the final reports ........................ capacitance limit, slew limit

[Clock tree]
  Hold bufs inserted after CTS ........................ 0
  CTS H-Tree Depth ........................ 4
  Number of post-CTS setup repair buffers ........................ 0
  Clock root cell ........................ sky130_fd_sc_hd__clkbuf_16
  Sinks on the clock net ........................ 1,056
  Clock tree from TritonCTS ........................ done
  Resize count post-CTS ........................ 0
  Worst-skew pair later-pin latency ........................ 800 ps
  Max Buffers Root-to-Sink ........................ 3
  TritonCTS Buffers ........................ 130
  Clock slew at the register clock pins of the worst setup and hold paths ........................ 60 ps

[Final timing]
  Setup repair after global routing missed its margin ........................ no
  Period minus WS final ........................ 37,740 ps
  Fmax achieved ........................ 26.50 MHz
  Fraction of the cycle the final worst path needs ........................ 58.24%
  Worst max-slew margin expressed relative to the limit ........................ -0.7035%
  Worst clock skew ........................ 0 ps
  Number of pins exceeding their max-slew limit in the final report ........................ 1
  Tightest Pin Transition ........................ 1497 ps
  Final number of hold-violating endpoints ........................ 0
  Setup TNS Final ........................ 0 ps
  Hold WS ........................ 463.9 ps
  # setup viols final ........................ 0

[Synthesis]
  Flops & latches, synth ........................ 1,056
  Post-synthesis instance total ........................ 6,380
  Mean instance size in the synthesized netlist ........................ 10.29 um^2
  Cell variety after synth ........................ 95
  YS warnings ........................ 5
  Dominant synthesized flop cell ........................ sky130_fd_sc_hd__edfxtp_1
  Share of synthesized registers carrying an async set or reset ........................ 0%
  Number of cell instances after yosys synthesis ........................ 6,380
  Synthesized cell area ........................ 65,640 um^2
  Post-synth tally of flip-flops with integrated enable ........................ 1,024
  Sequential area share after synthesis ........................ 47.82%
  Yosys stat area ........................ 65,640 um^2

[Finish]
  Total area of sequential cells ........................ 31,390 um^2
  Area of the multi-input gates ........................ 31,600 um^2
  Fillers ........................ 20,930
  Layout overhead on the synthesized area ........................ 20.76%
  Ratio of cells with drive above 1 in the final layout ........................ 12.96%

[Run]
  Stage-log warning count ........................ 27
  MaxCap Viol Count ........................ 1

[Worst setup path]
  Largest stage delay, worst path ........................ 930 ps
  Setup CP Type ........................ primary input to output port
  Worst EP arrival ........................ 24,780 ps
  Req. time, crit path ........................ 51,840 ps
  Cell with the largest stage delay on the worst path ........................ sky130_fd_sc_hd__o41ai_1
  Most used cell along the critical path ........................ sky130_fd_sc_hd__buf_4
  Critical Path End Type ........................ output port
  Category of the worst setup path launch point ........................ primary input
  CP Max Fanout ........................ 48
  Delay-heaviest family, CP ........................ AND-OR/OR-AND gates
  Crit path buffers/inverters ........................ 7

[Die]
  Core Region ........................ 217,400 um^2
  Floorplan die area ........................ 220,700 um^2
  I/O pin count ........................ 527
  Chip width ........................ 469.8 um
  Core Rows ........................ 171
  Die span in y ........................ 469.8 um
  Core Density at Floorplan ........................ 30.20%

[Routing]
  Routed wire length ........................ 401.6 mm
  Vias per std cell ........................ 6.115
  Number of antenna-violating nets in the routed design ........................ 0
  Iteration tally of the first detailed-router pass ........................ 6
  Routed vias ........................ 59,600
  Drt initial violations ........................ 5,586
  Wire length per cell after detailed routing ........................ 41.21 um
  DRC Markers ........................ 0

[Placed design]
  IO buf count ........................ 526
  Routability congestion estimate from global placement ........................ 1.070
  Post-detail-place hpwl ........................ 274.5 mm

[Hold path]
  Class of the worst hold path ........................ register to register

----------------------------------------------------
final cells by class:
cell class	count	area share [%]
Sequential cell	1056	39.60
Inverter	104	0.4972
Timing Repair Buffer	911	10.31
Tap cell	2854	4.505
Antenna cell	32	0.1010
Multi-Input combinational cell	4569	39.87
Clock inverter	55	0.7403
Clock buffer	165	4.377
power by group through the flow:
stage	combinational, uW	sequential [uW]	clock [uW]
after global routing	405	813	748
after CTS	385	809	727
final	398	810	723
per-layer routing:
layer	part of all wire [%]	wire length, um
met1	33	132600
met2	43	174300
met3	15	58650
met4	8.8	35220
met5	0.20	812
layout by cell type (no fill, tap or decap), types with 29 or more instances in the layout:
cell / instances
sky130_fd_sc_hd__edfxtp_1: 1024
sky130_fd_sc_hd__and2_1: 942
sky130_fd_sc_hd__clkdlybuf4s50_1: 515
sky130_fd_sc_hd__nand2_1: 432
sky130_fd_sc_hd__mux2i_1: 404
sky130_fd_sc_hd__buf_4: 383
sky130_fd_sc_hd__a21oi_1: 318
sky130_fd_sc_hd__o21ai_0: 233
sky130_fd_sc_hd__o22ai_1: 216
sky130_fd_sc_hd__nor2_1: 203
sky130_fd_sc_hd__nor3_1: 157
sky130_fd_sc_hd__clkbuf_16: 134
sky130_fd_sc_hd__mux2_2: 131
sky130_fd_sc_hd__o221ai_1: 123
sky130_fd_sc_hd__xnor2_1: 92
sky130_fd_sc_hd__inv_1: 90
sky130_fd_sc_hd__a22oi_1: 84
sky130_fd_sc_hd__nand3_1: 70
sky130_fd_sc_hd__a211oi_1: 65
sky130_fd_sc_hd__a31oi_1: 62
sky130_fd_sc_hd__ha_1: 62
sky130_fd_sc_hd__nor2b_1: 58
sky130_fd_sc_hd__nor4_1: 43
sky130_fd_sc_hd__xor2_1: 43
sky130_fd_sc_hd__a21o_1: 41
sky130_fd_sc_hd__a22o_1: 36
sky130_fd_sc_hd__o211ai_1: 36
sky130_fd_sc_hd__nor2_2: 35
sky130_fd_sc_hd__nand4_1: 34
sky130_fd_sc_hd__diode_2: 32
sky130_fd_sc_hd__conb_1: 32
sky130_fd_sc_hd__nand2b_1: 32
sky130_fd_sc_hd__mux4_2: 32
sky130_fd_sc_hd__and3_1: 32
sky130_fd_sc_hd__a221oi_1: 32
sky130_fd_sc_hd__dfxtp_1: 32
sky130_fd_sc_hd__o21ai_4: 31
sky130_fd_sc_hd__clkbuf_1: 31
sky130_fd_sc_hd__clkinv_1: 29
registers in the layout, indices dropped and copies added (netlist names):
signal and flops:
RegFile_U.Regs 1024, branch_inst_PC 32
cells in the mapped netlist, types with 34 or more instances:
cell                        number  area share [%]
sky130_fd_sc_hd__edfxtp_1     1024              47
sky130_fd_sc_hd__and2_1        944             9.0
sky130_fd_sc_hd__clkbuf_1      435             2.5
sky130_fd_sc_hd__nand2_1       435             2.5
sky130_fd_sc_hd__mux2i_1       404             6.2
sky130_fd_sc_hd__a21oi_1       319             2.4
sky130_fd_sc_hd__o21ai_0       272             2.1
sky130_fd_sc_hd__nor2_1        238             1.4
sky130_fd_sc_hd__o22ai_1       216             2.1
sky130_fd_sc_hd__nor3_1        157             1.2
sky130_fd_sc_hd__mux2_2        131             2.2
sky130_fd_sc_hd__o221ai_1      123             1.6
sky130_fd_sc_hd__inv_1          97            0.55
sky130_fd_sc_hd__buf_2          94            0.72
sky130_fd_sc_hd__xnor2_1        92             1.2
sky130_fd_sc_hd__buf_4          86            0.98
sky130_fd_sc_hd__a22oi_1        84            0.96
sky130_fd_sc_hd__nand3_1        72            0.55
sky130_fd_sc_hd__a211oi_1       65            0.74
sky130_fd_sc_hd__ha_1           63             1.2
sky130_fd_sc_hd__a31oi_1        62            0.59
sky130_fd_sc_hd__nor2b_1        60            0.57
sky130_fd_sc_hd__buf_1          58            0.33
sky130_fd_sc_hd__nor4_1         45            0.43
sky130_fd_sc_hd__xor2_1         43            0.57
sky130_fd_sc_hd__a21o_1         41            0.47
sky130_fd_sc_hd__nand2b_1       37            0.35
sky130_fd_sc_hd__a22o_1         36            0.48
sky130_fd_sc_hd__o211ai_1       36            0.41
sky130_fd_sc_hd__a2111oi_0      35            0.47
sky130_fd_sc_hd__nand4_1        34            0.32
logic make-up after synthesis:
family                     Yosys count  share of synthesized area, %
and+or+nand+nor                   2158                         17.73
AOI/OAI and AO/OA                 1611                         16.59
DFF                               1056                         47.82
buffers and inverters              786                         5.269
muxes                              568                         9.523
xor gates and xnor gates           135                         1.801
adders and majority gates           65                         1.262
other                                1                      0.005713
through the flow:
stage	std cells	util (%)	worst slack (ps)	total power [uW]	cell area, um^2
3_3_place_gp	9492	34.55	27120	1207	75110
2_1_floorplan	6411	-	32230	983.5	65760
6_report	9746	36.46	27060	1931	79260
5_1_grt	9723	36.44	26660	1966	79210
4_1_cts	9713	36.42	27060	1921	79170
3_5_place_dp	9493	34.55	27130	1206	75110
worst min-delay path, cell delays in order, from the launching register on:
cell	delay (ps)
sky130_fd_sc_hd__dfxtp_1	310
sky130_fd_sc_hd__nand2_1	50
sky130_fd_sc_hd__a21oi_1	50
path summary, 6_finish.rpt:
kind | startpoint | cells after the start | endpoint | slack, ps
max | Inst_raw[17] | 33 | soft_int | 27060
min | branch_inst_PC[1] | 2 | branch_inst_PC[1] | 460
max reg2reg | branch_inst_PC[22] | 2 | branch_inst_PC[22] | 64000
min reg2reg | branch_inst_PC[1] | 2 | branch_inst_PC[1] | 460
Power and IR drop assume default switching activity.
